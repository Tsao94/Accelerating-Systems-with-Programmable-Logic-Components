$ cat design/flow/config.mk
export PLATFORM = sky130hd
export DESIGN_NAME = mat_mul
export DESIGN_NICKNAME = mat_mul
export VERILOG_FILES = /design/flow/design.v
export SDC_FILE = /design/flow/constraint.sdc
export NUM_CORES = 4
export LEC_CHECK = 1
export CORE_UTILIZATION = 40
$ cat design/flow/constraint.sdc
current_design mat_mul

set clk_period 10.1
set clk_io_pct 0.2

create_clock -name clk0 -period $clk_period [get_ports {s00_axi_aclk}]

set non_clock_inputs [all_inputs -no_clocks]
set_input_delay [expr $clk_period * $clk_io_pct] -clock clk0 $non_clock_inputs
set_output_delay [expr $clk_period * $clk_io_pct] -clock clk0 [all_outputs]
$ cat design/flow/run.sh
#!/bin/bash
# OpenROAD 26Q1-2900-gdf79404cd8, Yosys 0.63+post, stock flow scripts
make -C /OpenROAD-flow-scripts/flow DESIGN_CONFIG=/design/flow/config.mk WORK_HOME=/design/flow/orfs finish
$ cat design/flow/design.v
`timescale 1ns / 1ps
module mat_mul #
	(
        parameter integer DIM_LOG = 1,      
        parameter integer DIM = 2**DIM_LOG,
        parameter integer SIZE = DIM*DIM,
        parameter integer SIZE_LOG = 2*DIM_LOG,
        parameter integer DATA_WIDTH = 32
    )
    (
		input wire  s00_axi_aclk,
		input wire  s00_axi_aresetn,
		output wire  s00_axis_tready,
		input wire [DATA_WIDTH-1 : 0] s00_axis_tdata,
		input wire  s00_axis_tlast,
        input wire  s00_axis_tvalid,
		output wire  m00_axis_tvalid,
        output wire [DATA_WIDTH-1 : 0] m00_axis_tdata,
        output wire [(DATA_WIDTH/8)-1 : 0] m00_axis_tstrb,
        output wire  m00_axis_tlast,
        input wire  m00_axis_tready,
        input wire sel, 
        input wire start
    );
	reg busy;               
	reg item_done;          
	reg matrix_done;        
	reg start_transfer;     
	reg transfer;           
	reg last_transfer;      
	reg mac_enable;         
    reg [DATA_WIDTH-1 : 0] mem_A [0 : SIZE-1];  
    reg [DATA_WIDTH-1 : 0] mem_B [0 : SIZE-1];  
    reg [DATA_WIDTH-1 : 0] mem_R [0 : SIZE-1];  
    reg [DATA_WIDTH-1 : 0] mat_A;    
    reg [DATA_WIDTH-1 : 0] mat_B;    
    reg [DATA_WIDTH-1 : 0] mat_R;    
    reg [SIZE_LOG-1 : 0] addr_stream_in;     
    reg [SIZE_LOG-1 : 0] addr_stream_out;    
    wire [SIZE_LOG-1 : 0] addr_A;    
    wire [SIZE_LOG-1 : 0] addr_B;    
    reg [SIZE_LOG-1 : 0] addr_R;     
    reg [DIM_LOG-1 : 0] row_cnt;     
    reg [DIM_LOG-1 : 0] col_cnt;     
    reg [DIM_LOG-1 : 0] tmp_cnt;     
    wire [DATA_WIDTH-1 : 0] mad;     
    reg [DATA_WIDTH-1 : 0] mac;      
    assign s00_axis_tready = !busy  && s00_axis_tvalid ;  
    always @ (posedge s00_axi_aclk) begin
        if (!s00_axi_aresetn || s00_axis_tlast)
            addr_stream_in <= 0;
        else if (s00_axis_tready)  
            addr_stream_in <= addr_stream_in+1 ;  
    end
    always @ (posedge s00_axi_aclk) begin 
        if (s00_axis_tvalid && !sel && s00_axis_tready)  
            mem_A [addr_stream_in] <= s00_axis_tdata;
        if (busy)  
            mat_A <= mem_A [addr_A];
    end
    always @ (posedge s00_axi_aclk) begin
        if (s00_axis_tvalid && sel && s00_axis_tready)  
            mem_B [addr_stream_in] <= s00_axis_tdata;
        if (busy)  
            mat_B <= mem_B [addr_B];
    end
    assign m00_axis_tstrb = 4'hf;    
    assign m00_axis_tdata = mat_R;   
    assign m00_axis_tlast = last_transfer;   
    assign m00_axis_tvalid =  transfer; 
    always @ (posedge s00_axi_aclk) begin
        if (!s00_axi_aresetn || last_transfer)  
            addr_stream_out <= 0;
        else if ((m00_axis_tready && transfer  || start_transfer  ))  
            addr_stream_out <=   addr_stream_out + 1;  
    end
    always @ (posedge s00_axi_aclk) begin
        if (!s00_axi_aresetn)
            start_transfer <= 0;
        else
            start_transfer <= matrix_done; 
    end
    always @ (posedge s00_axi_aclk) begin
        if (!s00_axi_aresetn || m00_axis_tlast )  
            transfer <= 0;
        else if (!busy && m00_axis_tready )  
            transfer <= 1; 
    end
    always @ (posedge s00_axi_aclk) begin
        if (!s00_axi_aresetn)
            last_transfer <= 0;
        else
            last_transfer <= (addr_stream_out == SIZE-1); 
    end
    always @ (posedge s00_axi_aclk) begin
        if (item_done)  
            mem_R [addr_R] <= mad ;  
        if (!busy  && m00_axis_tready )  
            mat_R <= mem_R [addr_stream_out];
    end
    always @ (posedge s00_axi_aclk) begin
        if (!s00_axi_aresetn || matrix_done ) 
            busy <= 0;
        else if (start )  
            busy <= 1'b1;
    end
    always @ (posedge s00_axi_aclk) begin
        if (!s00_axi_aresetn)
            item_done <= 0;
        else
            item_done <= (tmp_cnt==DIM-1 && busy) ;  
    end
    always @ (posedge s00_axi_aclk) begin
        if (!s00_axi_aresetn)
            matrix_done <= 0;
        else
            matrix_done <= (row_cnt == DIM-1) && (col_cnt == DIM-1) && (tmp_cnt==DIM-1) ;  
    end
    always @ (posedge s00_axi_aclk) begin
        if (!s00_axi_aresetn || tmp_cnt == DIM)  
            tmp_cnt <= 0;
        else if (busy)  
            tmp_cnt <= tmp_cnt + 1;
    end
    always @ (posedge s00_axi_aclk) begin
        if (!s00_axi_aresetn || col_cnt==DIM)  
            col_cnt <= 0;
        else if (busy && tmp_cnt==DIM-1)  
            col_cnt <= col_cnt + 1;
    end
    always @ (posedge s00_axi_aclk) begin
        if (!s00_axi_aresetn || row_cnt==DIM)  
            row_cnt <= 0;
        else if (busy && col_cnt == DIM-1 && tmp_cnt==DIM-1)  
            row_cnt <= row_cnt + 1;
    end
    assign addr_A = row_cnt * (DIM) + tmp_cnt;  
    assign addr_B = tmp_cnt * (DIM) + col_cnt;
    always @ (posedge s00_axi_aclk) begin
        if (!s00_axi_aresetn || start)
            addr_R <= 0;
        else if (busy && item_done)  
            addr_R <= addr_R + 1 ;  
    end
    assign mad = mat_A * mat_B + mac;
    always @ (posedge s00_axi_aclk) begin
       if (!s00_axi_aresetn || tmp_cnt==0 )  
           mac <= 0;
       else if (mac_enable)
           mac <= mad ;  
    end
    always @ (posedge s00_axi_aclk) begin
       if (!s00_axi_aresetn)
           mac_enable <= 0;
       else if (busy)
           mac_enable <= 1;  
    end
endmodule
==> results.sh <==
# flow metrics
export IMPL_clk_latency_ns=0.62
export IMPL_warning_count=31
export IMPL_dr_total_vias=19550
export IMPL_routedWlPerCell_um=20.02
export IMPL_cpLargestDelayFamily="adder cells"
export IMPL_io_buffers=73
export IMPL_ant_nets=0
export IMPL_slew_headroom=0.3853
export IMPL_status="finished, final reports clean"
export IMPL_finClkSkew_ns=0.04888
export IMPL_ys_flops=528
export IMPL_core_um2=87290
export IMPL_root_buffer="clkbuf_16"
export IMPL_overflow=0
export IMPL_drc=0
export IMPL_drive_gt1_frac=0.08848
export IMPL_dieWidth_um=299.7
export IMPL_path_buffers=6
export IMPL_setup_tns_ns=0
export IMPL_gp_congestion=0.9135
export IMPL_yosysCellCount=2670
export IMPL_tritoncts="yes"
export IMPL_cp_start_kind="register"
export IMPL_dieArea_um2=89820
export IMPL_edf_count=480
export IMPL_slew_viol_final=0
export IMPL_top_cells_by_area="edfxtp_1 41%, fa_1 25%, and2_1 6.2%"
export IMPL_hold_violations=0
export IMPL_slowest_delay_ns=0.75
export IMPL_grt_pass1_vias=22470
export IMPL_fp_util=0.4061
export IMPL_hold_slack_ns=0.4186
export IMPL_crit_fanout=19
export IMPL_fin_crit_ns=7.698
export IMPL_worstPathRequired_ns=10.44
export IMPL_setup_violations=0
export IMPL_htreeDepth=2
export IMPL_grt_usage=0.1994
export IMPL_syn_area_um2=35450
export IMPL_min_period_over_period=0.7622
export IMPL_crit_type="register to register"
export IMPL_synthFlopType="edfxtp_1"
export IMPL_post_route_util=0.4509
export IMPL_yosysWarnings=1
export IMPL_rsz0062_at_grt="no"
export IMPL_rows=108
export IMPL_dp_cells=3824
export IMPL_cp_slowest_cell="edfxtp_1"
export IMPL_num_antenna_cells=0
export IMPL_final_cells=3924
export IMPL_yosys_stat_seqShare=0.4337
export IMPL_firstDrtPassIters=7
export IMPL_hold_path_class="register to register"
export IMPL_top_area_frac=0.4066
export IMPL_cts_buffer_depth=3
export IMPL_grt_max_degree=43
export IMPL_antenna_found_initial=0
export IMPL_area_delta_synth_final_pct=11.03
export IMPL_ctsHoldBuffers=0
export IMPL_async_reset_ff_frac=0
export IMPL_fin_ws_ns=2.402
export IMPL_cts_resized_gates=0
export IMPL_yosys_stat_area_um2=35450
export IMPL_grt_pass1_wl_um=126100
export IMPL_end_kind="register"
export IMPL_drt_wl_total_um=78580
export IMPL_vias_per_cell=4.981
export IMPL_crit_path_frequent_cell="fa_1"
export IMPL_io_pins=78
export IMPL_worst_slew_pin_slew_ns=0.9220
export IMPL_path_clk_slew_ns=0.06
export IMPL_dp_slack_ns=2.434
export IMPL_synth_top_cell_by_area="edfxtp_1"
export IMPL_drt_iter0_drc=648
export IMPL_synth_cells=2670
export IMPL_cap_violations=0
export IMPL_yosysUniqueCellTypes=55
export IMPL_post_cts_buffers=0
export IMPL_syn_area_per_cell_um2=13.28
export IMPL_arrival_ns=8.04
export IMPL_cts_sinks=528
export IMPL_fmax_mhz=129.9
export IMPL_crit_chain="and2_1 -> fa_1 -> fa_1 -> fa_1 -> inv_1 -> fa_1 -> inv_1 -> fa_1 -> inv_1 -> fa_1 -> inv_1 -> fa_1 -> inv_1 -> fa_1 -> inv_1 -> ha_1 -> nand2_1 -> o21ai_1 -> a221o_1 -> a221o_1 -> a31oi_2 -> o21ai_2 -> a31oi_2 -> xnor2_1"
export IMPL_die_height_um=299.7
export IMPL_cts_buffers=53
export IMPL_dpl_hpwl_um=54440
## final timing paths
kind	cells after the start	to	slack [ns]	startpoint
worst max register to register	24	mem_R[0][30]	2.40	mat_A[13]
worst min register to register	1	busy	0.42	matrix_done
worst min-delay path	1	busy	0.42	matrix_done
worst max-delay path	24	mem_R[0][30]	2.40	mat_A[13]
## worst register-to-register path, stage by stage (launching register included)
cell	delay [ns]
edfxtp_1	0.75
and2_1	0.36
fa_1	0.56
fa_1	0.44
fa_1	0.51
inv_1	0.05
fa_1	0.47
inv_1	0.05
fa_1	0.51
inv_1	0.06
fa_1	0.54
inv_1	0.05
fa_1	0.48
inv_1	0.05
fa_1	0.48
inv_1	0.04
ha_1	0.35
nand2_1	0.12
o21ai_1	0.09
a221o_1	0.35
a221o_1	0.33
a31oi_2	0.26
o21ai_2	0.13
a31oi_2	0.26
xnor2_1	0.14
## layout by cell type (no fill, tap or decap), types with 5 or more instances in the layout
cell and n:
nand3_1 7, nand2_1 211, nor2_1 49, dfxtp_1 43, inv_1 503, a21o_1 8
clkdlybuf4s50_1 73, clkbuf_1 8, xor2_1 22, clkinv_2 7, buf_4 48, mux4_2 96
o21ai_0 7, ha_1 133, and3_1 6, xnor2_1 73, mux2i_1 31, o21a_1 5
clkbuf_16 53, and2_1 349, edfxtp_1 480, clkinv_1 12, fa_1 438, bufinv_16 8
a21oi_1 23
## registers in the layout, indices dropped and copies added (netlist names), 2 cells and up
name,cells
addr_stream_out,2
addr_R,2
addr_stream_in,2
mem_B,128
mat_R,32
mem_A,128
mac,32
mat_A,32
mat_B,32
mem_R,128
## cell families after synthesis
kind of cell / synth area share
XOR/XNOR: 0.02347
flip-flops: 0.4337
multiplexers: 0.06974
adder cells (fa/ha/maj): 0.2943
AND-OR/OR-AND: 0.01588
buffers and inverters: 0.06720
other: 0.0001058
AND/OR/NAND/NOR: 0.09558
## Yosys cell counts (3+ instances only)
master,n
o211ai_1,3
fa_1,438
xnor2_1,73
buf_1,13
ha_1,133
o21bai_1,3
o21a_1,5
a21oi_1,23
clkbuf_1,104
nor2b_1,5
xor2_1,22
nor2_1,49
and4_1,3
and3_1,6
inv_1,503
and2_1,349
nand2_1,211
dfxtp_1,48
a211oi_1,3
mux4_2,96
o21ai_0,7
mux2i_1,31
a21o_1,8
buf_4,6
nand2b_1,4
nand3_1,7
edfxtp_1,480
## per-stage QoR
step | area [um2]
after floorplan | 35460
after global placement | 37520
after detailed placement | 37520
after CTS | 39360
after global routing | 39360
final | 39360
## layout make-up
class	instances	area, um2
fillers	7662	47940
multi-input cells	1517	17710
flip-flops and latches	528	15390
inverters	503	1888
well taps	1155	1445
clock buffers	61	1356
repair buffers	121	1091
clock inverters	39	480.5
## layer usage
metal / global-route usage / vias to the layer above / routed length [um]
met5: 0 / - / 0
met4: 0.03414 / 0 / 1659
met3: 0.09310 / 120 / 8110
met2: 0.3140 / 811 / 38880
met1: 0.2716 / 9959 / 29930
li1: - / 8657 / -
